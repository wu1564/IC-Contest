<file path="design/flow/design.v">
`timescale 1ns/100ps
module FC(
  clk,
  rst,
  cmd, 
  done, 
  M_RW, 
  M_A, 
  M_D, 
  F_IO, 
  F_CLE, 
  F_ALE, 
  F_REN, 
  F_WEN, 
  F_RB
);
localparam IDLE      	    = 0;
localparam INITIAL_FLASH    = 1;
localparam JUDGE    	    = 2;
localparam WRITE_CMD        = 3;
localparam ADDRESS	        = 4;
localparam WRITE_DATA 	    = 5;
localparam WRITE_FINISH_CMD = 6;
localparam READ_CMD         = 7;
localparam READ_DATA 	    = 8;
localparam WAIT 			= 9;
input clk;
input rst;
input [32:0] cmd;
output reg done;
inout  [7:0] M_D;
output reg [6:0] M_A;
output reg M_RW;
inout  [7:0] F_IO;     
input  F_RB;
output reg F_CLE;
output reg F_ALE;
output reg F_REN;
output reg F_WEN;
wire initial_done;
wire flash_address_time;
wire count_done;
wire f_rb_pos;
wire [6:0] internal_mem_addr;
reg	 temp[0:1];
reg  cmd_done;
reg  [3:0] state, next_state;
reg  [6:0] cnt;
reg  [7:0] F_IO_reg;
reg  [7:0] M_D_reg;
assign initial_done = (cnt == 6'd2) ? 1'b1 : 1'b0;
assign flash_address_time = (cnt == 7'd6) ? 1'b1 : 1'b0;
assign count_done = (cnt == cmd[6:0]) ? 1'b1 : 1'b0;
assign internal_mem_addr = cmd[13:7];
assign f_rb_pos = (temp[0] & ~temp[1]);
always @(posedge clk) begin
	temp[0] <= F_RB;
	temp[1] <= temp[0];
end
always @(*) begin
	case (state)
		WRITE_CMD,
		WRITE_FINISH_CMD:	begin
								if(cmd[22] && ~cmd[32]) begin  
									cmd_done = (cnt == 7'd5) ? 1'b1 : 1'b0;
								end else begin
									cmd_done = (cnt == 7'd1) ? 1'b1 : 1'b0;
								end
							end
		default:			cmd_done = 1'b0;
	endcase
end
always @(*) begin
	case (state)
		INITIAL_FLASH:		next_state = (initial_done) ? IDLE : INITIAL_FLASH;
		IDLE:	        	next_state = JUDGE;
		JUDGE:		   		next_state = WRITE_CMD;
		WRITE_CMD:			next_state = (cmd_done) ? ADDRESS : WRITE_CMD;
		ADDRESS:			begin
								if(flash_address_time) begin
									next_state = (cmd[32]) ? WAIT : WRITE_DATA;
								end else begin
									next_state = ADDRESS;
								end
							end
		WRITE_DATA:			next_state = (count_done) ? WRITE_FINISH_CMD : WRITE_DATA;
		WRITE_FINISH_CMD:	next_state = (cmd_done) ? WAIT : WRITE_FINISH_CMD;
		READ_DATA:			next_state = (count_done) ? IDLE : READ_DATA;
		WAIT:				begin
								if(f_rb_pos) begin
									next_state = (cmd[32]) ? READ_DATA : IDLE;
								end else begin
									next_state = WAIT;
								end
							end
		default:        	next_state = IDLE;
  	endcase
end
always @(posedge clk or posedge rst) begin
	if(rst) begin
		state <= INITIAL_FLASH;
	end else begin
		state <= next_state;
	end
end
always @(posedge clk or posedge rst) begin
	if(rst) begin
		done <= 1'b0;
	end else begin
		done <= (state == IDLE) ? 1'b1 : 1'b0;
	end
end
always @(negedge clk or posedge rst) begin
	if(rst) begin
		M_RW <= 1'b1;
	end else begin
		case (state)
			READ_DATA:	M_RW <= (~F_REN) ? 1'b0 : 1'b1;
			default:	M_RW <= 1'b1;
		endcase
	end
end
always @(negedge clk or posedge rst) begin
	if(rst) begin
		M_A <= 7'd0;
	end else begin
		case (state)
			WRITE_DATA:	M_A <= internal_mem_addr + cnt;
			READ_DATA:	M_A <= (~F_REN) ? internal_mem_addr + cnt : M_A;
			default:	M_A <= 7'd0;
		endcase
	end
end
assign M_D = M_D_reg;
always @(negedge clk or posedge rst) begin
	if(rst) begin
		M_D_reg <= 8'dz;
	end else if(state == READ_DATA) begin
		M_D_reg <= (~F_REN) ? F_IO : 8'dz;
	end
end
always @(posedge clk or posedge rst) begin
	if(rst) begin
		F_CLE <= 1'b0;
	end else begin
		case (state)
			INITIAL_FLASH,
			WRITE_FINISH_CMD:	F_CLE <= (cnt <= 7'd1) ? 1'b1 : 1'b0;
			WRITE_CMD: 	  		begin
									case(cnt)
										7'd2,
										7'd5:	 F_CLE <= 1'b0;
										default: F_CLE <= 1'b1;
									endcase
						  		end
			default:   	   		F_CLE <= 1'b0;
		endcase
	end
end
always @(negedge clk or posedge rst) begin
	if(rst) begin
		F_WEN <= 1'b1;
	end else begin
		case (state)
			INITIAL_FLASH,
			WRITE_FINISH_CMD:	F_WEN <= (F_CLE) ? ~F_WEN : F_WEN;
			WRITE_CMD:	   		begin
									case (cnt)
										7'd1, 
										7'd4: 	 F_WEN <= 1'b0;
										default: F_WEN <= 1'b1;
									endcase
						   		end
			ADDRESS:			begin
									case (cnt) 
										7'd1,
										7'd3,
										7'd5:		F_WEN <= 1'b0;
										default:	F_WEN <= 1'b1;
									endcase
								end
			WRITE_DATA:			begin
									if(~count_done && ~F_ALE) begin
										F_WEN <= ~F_WEN;
									end else begin
										F_WEN <= 1'b1;
									end
								end
			default:   	   		F_WEN <= 1'b1;
		endcase
	end
end
always @(posedge clk or posedge rst) begin
	if(rst) begin
		F_ALE <= 1'b1;
	end else begin
		case (state)
			INITIAL_FLASH: 		F_ALE <= (cnt <= 7'd1) ? 1'b0 : 1'b1;
			WRITE_CMD,
			WRITE_FINISH_CMD:  	begin
									case(cnt)
										7'd2,
										7'd5:	 F_ALE <= 1'b1;	
										default: F_ALE <= 1'b0;
									endcase
								end			
			WRITE_DATA,
			READ_DATA:			F_ALE <= 1'b0;
			default:   	   		F_ALE <= 1'b1;
		endcase
	end
end
assign F_IO = F_IO_reg;
always @(posedge clk or posedge rst) begin
	if(rst) begin
		F_IO_reg <= 8'dz;
	end else begin
		case (state)
			INITIAL_FLASH: 		F_IO_reg <= (cnt == 7'd1) ? 8'hff : F_IO_reg;
			WRITE_CMD:			begin
									case (cnt)
											7'd1:		begin
															if(cmd[32]) begin
																F_IO_reg <= (cmd[22]) ? 8'h01 : 8'h00;
															end else begin
																F_IO_reg <= (cmd[22]) ? 8'h01 : 8'h80;	
															end
														end
											7'd4: 		F_IO_reg <= 8'h80;
											default:	F_IO_reg <= 8'dz;
									endcase
								end
			ADDRESS:			begin
									case (cnt)
										7'd1:		F_IO_reg <= cmd[21:14];			 
										7'd3:		F_IO_reg <= cmd[30:23];
										7'd5:		F_IO_reg <= {7'd0, cmd[31]};
										default: 	F_IO_reg <= 8'dz;
									endcase
								end
			WRITE_DATA:			begin
									if(~F_WEN) begin
										F_IO_reg <= M_D;
									end else begin
										F_IO_reg <= 8'dz;
									end
								end
			WRITE_FINISH_CMD:	begin
									if(cnt == 7'd1) begin
										F_IO_reg <= 8'h10;
									end else begin
										F_IO_reg <= 8'dz;
									end
								end
			default:   	   		F_IO_reg <= 8'dz;
		endcase
	end
end
always @(posedge clk or posedge rst) begin
	if(rst) begin
		F_REN <= 1'b1;
	end else if(state == READ_DATA) begin
		F_REN <= (count_done) ? 1'b1 : ~F_REN;
	end else begin
		F_REN <= 1'b1;
	end
end
always @(posedge clk or posedge rst) begin
	if(rst) begin
		cnt <= 7'd0;
	end else begin
		case (state)
			INITIAL_FLASH:  	cnt <= cnt + 7'd1;
			WRITE_CMD,
			WRITE_FINISH_CMD:	cnt <= (cmd_done) ? 7'd0 : cnt + 7'd1;
			ADDRESS:			cnt <= (flash_address_time) ? 7'd0 : cnt + 7'd1;
			WRITE_DATA,
			READ_DATA:			begin
									if(count_done) begin
										cnt <= 7'd0;
									end else if(~F_WEN || (F_WEN && ~F_REN)) begin
										cnt <= cnt + 7'd1;
									end
								end
			default: 	   		cnt <= 7'd0;
		endcase
	end
end
endmodule
</file>
<file path="design/flow/run.sh">
#!/bin/bash
# OpenROAD 26Q1-2900-gdf79404cd8, Yosys 0.63+post, stock flow scripts
make -C /OpenROAD-flow-scripts/flow DESIGN_CONFIG=/design/flow/config.mk WORK_HOME=/design/flow/orfs finish
</file>
<file path="design/flow/config.mk">
export PLATFORM = sky130hd
export DESIGN_NAME = FC
export DESIGN_NICKNAME = FC
export VERILOG_FILES = /design/flow/design.v
export SDC_FILE = /design/flow/constraint.sdc
export NUM_CORES = 4
export LEC_CHECK = 1
export CORE_UTILIZATION = 40
</file>
<file path="design/flow/constraint.sdc">
current_design FC

set clk_period 2.5
set clk_io_pct 0.2

create_clock -name clk0 -period $clk_period [get_ports {clk}]

set non_clock_inputs [all_inputs -no_clocks]
set_input_delay [expr $clk_period * $clk_io_pct] -clock clk0 $non_clock_inputs
set_output_delay [expr $clk_period * $clk_io_pct] -clock clk0 [all_outputs]
</file>
==> impl_metrics.yaml <==
# flow metrics
placement:
  portBuffers: 48
  gp_congestion: 0.842
  dp_hpwl_um: 4800
  post-place-ws_ps: -1220
  placedCellCount: 412
synthesis:
  ys_cells: 239
  yosysTopAreaCell: "dfrtp_1"
  topCellsByArea: "dfrtp_1 24%, dfrtn_1 15%, a22o_1 6.3%"
  xor_share_pct: 4.91
  ys_warn_count: 10
  ys_chip_area_mm2: 0.00250
  syn_area_mm2: 0.00250
  synth.logic.top_family: "AND-OR/OR-AND gates"
  synth.area.mux_share_pct: 3.61
  ys_seq_share_pct: 46.0
  aoi_share_pct: 21.5
  synth-simple-area-share_pct: 14.6
  synthFlopType: "dfrtp_1"
  avgSynthCellArea_um2: 10.4
  netlist-cell-type-count: 48
  synthAdderAreaFrac_pct: 5.81
  ys_top_cells_by_count: "24 x dfrtp_1, 22 x nor2_1, 18 x a22o_1"
  post-synth-top-area-fraction_pct: 24.1
  edf_count: 0
  synth.most_common_cell: "dfrtp_1"
  async_reset_ff_share_pct: 95.7
  netlist_instances: 239
  synth_flops: 46
clock_network:
  htree_levels: 2
  cts_setup_buffers: 6
  cts.sinks: 46
  clockBufferDepth: 2
  cts_hold_buf: 0
  cts.repair.resized: 44
  cts_buffers: 5
  cts_root_buf: "clkbuf_8"
die:
  rows: 28
  fp-utilization_pct: 41.9
  die_w_um: 81.0
  io_pins: 65
  dieHeight_um: 81.0
status:
  error_line: "[error] [KeplerFormal.cpp:679] Workflow failed: Iso has multiple drivers: .F_IO0, F_IO[0]$_DFFE_PP0P_.Q0"
  failing_step: "4_1_cts"
  outcome: "stopped before the end"
==> cell families after synthesis <==
kind of cell    after synthesis
buf+inv                      22
fa+ha+maj                    11
xor+xnor                     14
mux                           8
flops                        46
compound gates               71
simple gates                 67
==> stage by stage <==
step           area [µm²]  hold WS [ps]  setup TNS (ps)
3_3_place_gp         3530           330           -8560
2_1_floorplan        2560           324           -2700
3_5_place_dp         3530           338           -8550
